==> design.v <==
module mux2to1_32bit (
    input wire [31:0] in0,  
    input wire [31:0] in1,  
    input wire sel,        
    output wire [31:0] out  
);
    assign out = (sel == 1'b0) ? in0 : in1;
endmodule
==> run.sh <==
#!/bin/bash
# OpenROAD 26Q1-2900-gdf79404cd8, Yosys 0.63+post, stock flow scripts
make -C /OpenROAD-flow-scripts/flow DESIGN_CONFIG=/design/flow/config.mk WORK_HOME=/design/flow/orfs finish
==> config.mk <==
export PLATFORM = sky130hd
export DESIGN_NAME = mux2to1_32bit
export DESIGN_NICKNAME = mux2to1_32bit
export VERILOG_FILES = /design/flow/design.v
export SDC_FILE = /design/flow/constraint.sdc
export NUM_CORES = 4
export LEC_CHECK = 1
export CORE_AREA = 10 10 71 71
export DIE_AREA = 0 0 81 81
==> constraint.sdc <==
current_design mux2to1_32bit

set clk_period 1.0
set clk_io_pct 0.2

create_clock -name clk0 -period $clk_period

set non_clock_inputs [all_inputs -no_clocks]
set_input_delay [expr $clk_period * $clk_io_pct] -clock clk0 $non_clock_inputs
set_output_delay [expr $clk_period * $clk_io_pct] -clock clk0 [all_outputs]
==> results.sh <==
# flow metrics
export IMPL_grt_use_met1_pct=9.026
export IMPL_critPathArrivalTime_ps=980
export IMPL_crit_cells=5
export IMPL_synth_area_leader_cell="mux2_4"
export IMPL_design_area_um2=1590
export IMPL_drt_iter0_drc=3
export IMPL_rsz0062_at_grt="true"
export IMPL_synthesis_area_um2=544.3
export IMPL_ys_sh_mux_pct=86.90
export IMPL_hold_viol=0
export IMPL_initCoreUtil_pct=14.98
export IMPL_yosysUniqueCellTypes=4
export IMPL_area_leaders="mux2_4 83%, buf_12 11%, mux2_2 4.1%"
export IMPL_yosys_area_share_simple_pct=0
export IMPL_yosys_area_um2=544.3
export IMPL_num_rows=22
export IMPL_ys_sh_xor_pct=0
export IMPL_fmax_mhz=848.1
export IMPL_area_growth_pct=192.2
export IMPL_port_buffers=97
export IMPL_place_gp_congestion=0.8322
export IMPL_grt_overflow_total=0
export IMPL_final_util_pct=43.77
export IMPL_dpl_cell_area_um2=1539
export IMPL_die_y_um=81
export IMPL_syn_area_per_cell_um2=15.12
export IMPL_drv_cap=0
export IMPL_firstDrtPassIters=2
export IMPL_grt_busiest_layer="met2"
export IMPL_holdBufCountCts=0
export IMPL_seq_cells=0
export IMPL_period_minus_slack_ps=1179
export IMPL_synth_warnings=0
export IMPL_ys_seq_share_pct=0
export IMPL_worst_slack_ps=-179.1
export IMPL_comb_area_um2=476.7
export IMPL_slew_headroom_pct=94.20
export IMPL_antenna_left=0
export IMPL_top_cells_by_count="30 x mux2_4, 3 x buf_12, 2 x mux2_2"
export IMPL_grt_pass1_vias=764
export IMPL_num_vias=715
export IMPL_logic_family="multiplexers"
export IMPL_fin_tns_setup_ps=-3304
export IMPL_wl_per_cell_um=15.39
export IMPL_holdPathEnd="out[29]"
export IMPL_synthAdderAreaFrac_pct=0
export IMPL_finalCritPeriodShare_pct=117.9
export IMPL_grt_max_degree=11
export IMPL_violations="setup timing"
export IMPL_route_antenna_diode_count=0
export IMPL_met3_usage_pct=2.784
export IMPL_clock_buffers=0
export IMPL_flop_area_um2=0
export IMPL_grt_pass1_wl_um=4140
export IMPL_setup_worst_path_class="in -> out"
export IMPL_warnings=34
export IMPL_min_from="in1[29]"
export IMPL_ys_cells=36
export IMPL_yosysTopAreaCellShare_pct=82.76
export IMPL_worst_pin_slew_ps=86.96
export IMPL_hpwl_um=2496
export IMPL_chip_area_um2=6561
export IMPL_nFillCells=357
export IMPL_crit_path_top_delay_cell="mux2_4"
export IMPL_wl_um=2877
export IMPL_maxSlewViolCount=0
export IMPL_p_per_area_nw_per_um2=392.3
export IMPL_status="finished with violations"
export IMPL_cp_common_cell="buf_12"
export IMPL_slowest_delay_ps=290
export IMPL_syn_inst=36
export IMPL_holdCritPathClass="in -> out"
export IMPL_pin_count=97
export IMPL_critPathCaptureType="output pin"
export IMPL_path_max_fanout=6
export IMPL_holdPathStages=3
export IMPL_worst_path_buf_inv=4
export IMPL_crit_chain="buf_12, buf_12, buf_12, mux2_4, buf_6"
export IMPL_cp_start_kind="input pin"
export IMPL_die_w_um=81
export IMPL_track_usage_pct=7.789
export IMPL_synth_top_cell_by_count="mux2_4"
export IMPL_antenna_found_initial=0
export IMPL_final_cells=187
export IMPL_cp_top_family="buffers and inverters"
export IMPL_aoi_share_pct=0
export IMPL_vias_per_cell=3.824
export IMPL_gr_usage_met2_pct=14.25
export IMPL_dp_cells=179
export IMPL_core_um2=3633
export IMPL_drc=0
export IMPL_setup_viol=32
export IMPL_drive_above_1_share_pct=53.96
export IMPL_cellLeakagePower_nw=0.8722
export IMPL_max_vdd_ir_drop_v=0.0001688
export IMPL_dp_slack_ps=-512.3
export IMPL_critical_path_required_ps=800
[routing by layer]
metal	part of all wire, %	vias up
met5	0	-
met4	0	0
met3	12	0
met2	50	50
met1	37	320
li1	-	345
[worst max path at each step]
stage / from / end
4_1_cts: sel / out[4]
5_1_grt: in1[31] / out[31]
6_report: sel / out[4]
[power breakdown]
group	switching [W]	internal [W]	leakage, nW	total, W
clock	0	0	0	0
sequential	0	0	0	0
combinational	0.000137	0.000487	0.872	0.000624
[worst min-delay path, delay by kind of cell]
family,cells,cell delay (ps)
multiplexers,1,130
buffers and inverters,2,160
[stage by stage]
step / power, W / hold WS [ps]
floorplan: 0.0002063 / 497.7
global placement: 0.0006563 / 1175
detailed placement: 0.0006606 / 1186
CTS: 0.0006140 / 750.9
global route: 0.0006658 / 716.7
finish: 0.0006238 / 690.5
[kinds of logic after synthesis]
| group | after synthesis |
|---|---|
| mux | 32 |
| buf+inv | 4 |
[cell type report]
| cell class | count | share of cell area [%] |
|---|---|---|
| Timing Repair Buffer | 107 | 66.25 |
| Multi-Input combinational cell | 32 | 29.98 |
| Tap cell | 48 | 3.777 |
[placed cells by master, fill, tap and decap left out, drive strengths merged]
cell	count
dlymetal6s2s	4
buf	43
dlygate4sd2	51
mux2	32
clkdlybuf4s50	9
[timing repair]
item,in CTS,in global routing
resized,171,10
hold endpoints to repair,0,0
setup endpoints to repair,32,32
gates cloned,2,0
setup buffers,5,1
Power is estimated from default activity; no workload was simulated.
