### design/flow/config.mk
export PLATFORM = sky130hd
export DESIGN_NAME = Val2Generate
export DESIGN_NICKNAME = Val2Generate
export VERILOG_FILES = /design/flow/design.v
export SDC_FILE = /design/flow/constraint.sdc
export NUM_CORES = 4
export LEC_CHECK = 1
export CORE_UTILIZATION = 30
### design/flow/constraint.sdc
current_design Val2Generate

set clk_period 7.9
set clk_io_pct 0.2

create_clock -name clk0 -period $clk_period

set non_clock_inputs [all_inputs -no_clocks]
set_input_delay [expr $clk_period * $clk_io_pct] -clock clk0 $non_clock_inputs
set_output_delay [expr $clk_period * $clk_io_pct] -clock clk0 [all_outputs]
### design/flow/run.sh
#!/bin/bash
# OpenROAD 26Q1-2900-gdf79404cd8, Yosys 0.63+post, stock flow scripts
make -C /OpenROAD-flow-scripts/flow DESIGN_CONFIG=/design/flow/config.mk WORK_HOME=/design/flow/orfs finish
### design/flow/design.v
module Val2Generate( Val_Rm, Shift_operand, imm, Out_or,Val2);
input  [31:0] Val_Rm;
input [11:0] Shift_operand;
input imm;
input Out_or;
output reg [31:0] Val2;
wire [63:0] temp_rotate;
assign temp_rotate = {24'b0, Shift_operand[7:0], 24'b0, Shift_operand[7:0]};
wire [63:0] temp_Rm;
assign temp_Rm = {Val_Rm, Val_Rm};
always @(*) begin 
    if(Out_or)
        Val2 = {20'b0, Shift_operand};
    else begin
        if(imm == 1)
            Val2 = temp_rotate[31 + (Shift_operand[11:8] << 1) -: 32];
        else begin
            case(Shift_operand[6:5])
                2'b00:
                    Val2 = Val_Rm << Shift_operand[11:7];
                2'b01:
                    Val2 = Val_Rm >> Shift_operand[11:7];
                2'b10:
                    Val2 = $signed(Val_Rm) >>> Shift_operand[11:7];
                2'b11:
                    Val2 = temp_Rm[31 + (Shift_operand[11:7]) -: 32];
            endcase
        end
    end
end
endmodule
==> results.md <==
| Stage | Parameter | This run |
|---|---|---|
| status | Outcome | completed |
| job | Max-capacitance violation count | 0 |
| timing | Final sum of negative setup slack | 0 ps |
| worst setup path | Type of element launching the critical path | input pin |
| worst setup path | Worst setup path startpoint | Val_Rm[31] |
| final layout | Share of layout cells above drive strength 1 | 0.174 |
| grt | Leftover overflow at the end of global routing | 0 |
| worst setup path | Crit path capture | Val2[10] |
| die | Die span in x | 150 um |
| place | DP Wirelength | 30900 um |
| timing | Count of endpoints failing hold in the final timing report | 0 |
| grt | Wire length of the first global-routing pass | 58600 um |
| grt | All-layer global routing usage | 0.373 |
| drt | Ant. Diodes | 0 |
| timing | Tcrit/Tclk final | 0.836 |
| drt | Via-to-Cell Ratio | 7.31 |
| drt | Via count | 8650 |
| worst hold path | HP Class | input pin to primary output |
| grt | Gr busiest metal | met2 |
| place | I/O Buffers | 78 |
| power | Maximum VDD drop | 0.0403 mV |
| grt | Number of global-route vias before repair | 8098 |
| final layout | Number of flip-flops and latches | 0 |
| grt | Largest net degree at the start of global routing | 57 |
| power | Post-layout total power | 574 uW |
| power | Power per cell area | 77.0 nW/um^2 |
| timing | Setup repair after global routing missed its margin | no |
| yosys | Post-synthesis cell type count | 73 |
| yosys | Area of the mapped netlist | 6540 sq um |
| die | Core region area | 21200 sq um |
| die | Chip footprint | 22400 sq um |
| place | Weighted congestion reported at the end of routability-driven placement | 1.08 |
| power | Static power due to leakage | 2.60 nW |
| timing | Final Max Tran Viols | 0 |
| timing | Time the worst path needs with I/O delays and setup | 6600 ps |
| worst setup path | Worst EP required | 6320 ps |
| yosys | Count of synthesis-stage warnings from yosys | 1 |
| final layout | Cell area after layout | 7450 sq um |
| die | Vertical die size | 150 um |
| clock network | Post_cts resized | 0 |
| die | Ports placed on the boundary | 78 |
| worst setup path | Worst setup path class | input pin to primary output |
| final layout | Count of clock buffers in the final design | 0 |
| drt | Violation tally from detailed-route iteration zero | 1165 |
| timing | Highest clock frequency the design can meet | 0.151 GHz |
| grt | Grt met1 use | 0.517 |
| yosys | Cell count in the Yosys report | 896 |
| place | Total placed instance area | 7450 sq um |
| yosys | Synthesized chip area reported by yosys | 6540 sq um |
| drt | Detailed-route DRC error count | 0 |
| drt | Post-detailed-route wirelength per cell | 34.3 um |
| clock network | Number of buffers inserted by hold repair at cts | 0 |
| final layout | P&R area growth vs syn | 13.8% |
| timing | Final-report setup violation count | 0 |
| clock network | Post-CTS setup buffers | 0 |
| yosys | Post-synthesis cell count | 896 |
| final layout | FF+latch area | 0 sq um |
| worst setup path | Endpoint kind of the worst setup timing path | primary output |
| yosys | Sequential-to-total area share from yosys stat | 0 |
| grt | Antenna violations before repair | 0 |
| die | Standard-cell row count | 53 |
| grt | Global routing met2 resource utilization | 0.544 |
| timing | Normalized max-slew margin | 0.412 |
| yosys | Average size of a mapped cell | 7.30 sq um |
| drt | Total Wirelength | 40600 um |
| final layout | Utilization of the core after routing | 0.351 |
| place | Pre-CTS setup slack | 1390 ps |
| worst setup path | Data arrival time at the worst-slack endpoint | 5020 ps |
| drt | Post-route ant nets | 0 |
| die | Initial core utilization | 0.308 |
| timing | Slew of the pin with the lowest slew margin | 859 ps |
| grt | Global-route met3 utilization | 0.0901 |
| drt | Drt first pass iters | 5 |
| timing | Post-layout worst setup margin | 1300 ps |
| job | Tally of OpenROAD warnings | 32 |
| worst hold path | Hold Path Stages | 4 |
| worst setup path | Maximum fanout encountered on the critical timing path | 15 |
==> cell type report <==
type                       count  area, sq um
fill                        2311        13800
tap                          275          344
multi-input combinational    774         5940
inverter                      13         51.3
timing repair buffer         122         1110
==> logic make-up (layout without fill, tap and decap cells) <==
logic type	Yosys count	count (layout)	synth area share
buffers and inverters	122	135	0.0916
AOI/OAI and AO/OA	310	310	0.331
muxes	167	167	0.365
and+or+nand+nor	297	297	0.213
==> worst min-delay path by stage <==
stage | startpoint | to | slack (ps)
finish | Shift_operand[10] | Val2[18] | 4120
CTS | Shift_operand[10] | Val2[18] | 4100
global route | Shift_operand[10] | Val2[18] | 4180
==> per-layer routing <==
layer	wire length [um]	up-vias
li1	-	3578
met1	16000	4215
met2	17200	711
met3	4640	146
met4	2700	0
met5	0	-
==> stage by stage <==
step	std cells	hold slack [ps]
6_report	1184	4120
3_5_place_dp	1184	4090
2_1_floorplan	896	3260
3_3_place_gp	1184	4130
5_1_grt	1184	4180
4_1_cts	1184	4100
==> Yosys cell counts, drive strengths merged (21+ instances only) <==
cell    number  area share
clkbuf      62       0.036
mux2        44       0.077
mux2i       71        0.11
o22ai       24       0.023
nor2        63       0.037
nand2      105       0.060
o21ai       50       0.038
o211ai      23       0.026
nand3       32       0.024
a21oi       49       0.037
a22oi       23       0.026
mux4        52        0.18
buf         47       0.048
a211oi      21       0.024
nor3        22       0.018
==> power by group <==
part	switching [mW]	leakage (nW)	internal, mW
combinational	0.359	2.60	0.215
sequential	0	0	0
clock	0	0	0
==> placed cells by master (no fill, tap or decap), types with 9 or more instances in the layout <==
cell type                         synthesis  final
sky130_fd_sc_hd__o22ai_1                 24     24
sky130_fd_sc_hd__a211oi_1                21     21
sky130_fd_sc_hd__o21ai_0                 40     40
sky130_fd_sc_hd__nand2b_1                13     13
sky130_fd_sc_hd__and3_1                  11     11
sky130_fd_sc_hd__o221ai_1                 9      9
sky130_fd_sc_hd__mux2i_1                 71     71
sky130_fd_sc_hd__o21ai_1                 10     10
sky130_fd_sc_hd__o211ai_1                23     23
sky130_fd_sc_hd__a21oi_1                 49     49
sky130_fd_sc_hd__mux2_2                  39     39
sky130_fd_sc_hd__nor2_1                  62     61
sky130_fd_sc_hd__nor2b_1                 12     12
sky130_fd_sc_hd__clkdlybuf4s50_1          0     73
sky130_fd_sc_hd__nand2_1                105    105
sky130_fd_sc_hd__buf_4                   13     46
sky130_fd_sc_hd__nand3_1                 32     32
sky130_fd_sc_hd__a22oi_1                 23     23
sky130_fd_sc_hd__a221oi_1                11     11
sky130_fd_sc_hd__mux4_2                  52     52
sky130_fd_sc_hd__and2_1                  12     12
sky130_fd_sc_hd__a31oi_1                 19     19
sky130_fd_sc_hd__a2111oi_0                9      9
sky130_fd_sc_hd__nor3_1                  21     21
==> critical path: stages <==
cell and delay [ps]:
sky130_fd_sc_hd__clkdlybuf4s50_1 790, sky130_fd_sc_hd__mux2_1 540, sky130_fd_sc_hd__a222oi_1 380, sky130_fd_sc_hd__buf_4 230, sky130_fd_sc_hd__and2_1 250, sky130_fd_sc_hd__o21ai_1 100
sky130_fd_sc_hd__a2111oi_2 560, sky130_fd_sc_hd__o211ai_1 160, sky130_fd_sc_hd__clkdlybuf4s50_1 420
Power figures rest on the tool's default switching activity, not on a simulated workload.
