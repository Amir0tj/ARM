[./constraint.sdc]
current_design ALU

set clk_period 22.4
set clk_io_pct 0.2

create_clock -name clk0 -period $clk_period

set non_clock_inputs [all_inputs -no_clocks]
set_input_delay [expr $clk_period * $clk_io_pct] -clock clk0 $non_clock_inputs
set_output_delay [expr $clk_period * $clk_io_pct] -clock clk0 [all_outputs]
[./config.mk]
export PLATFORM = sky130hd
export DESIGN_NAME = ALU
export DESIGN_NICKNAME = ALU
export VERILOG_FILES = /design/flow/design.v
export SDC_FILE = /design/flow/constraint.sdc
export NUM_CORES = 4
export LEC_CHECK = 1
export CORE_UTILIZATION = 40
[./design.v]
module ALU(
    input [31:0] Val1_in, Val2_in,
    input [3:0] EXE_CMD_in,
    input status_in,
    output [3:0] status_out,
    output reg [31:0] ALU_Res
);
    reg c, v;
    wire z, n;
    assign status_out = {n, z, c, v};
    assign z = ~|ALU_Res;
    assign n = ALU_Res[31];
    wire [31:0] status_inExt, notStatus_inExt;
    assign status_inExt = {{(31){1'b0}}, status_in};
    assign notStatus_inExt = {{(31){1'b0}}, ~status_in};
    always @(EXE_CMD_in or Val1_in or Val2_in or status_inExt or notStatus_inExt) begin
        c = 1'b0;
        case (EXE_CMD_in)
            4'b0001: ALU_Res = Val2_in;                                      
            4'b1001: ALU_Res = ~Val2_in;                                     
            4'b0010: {c, ALU_Res} = Val1_in + Val2_in;                       
            4'b0011: {c, ALU_Res} = Val1_in + Val2_in + status_inExt;        
            4'b0100: {c, ALU_Res} = Val1_in - Val2_in;                       
            4'b0101: {c, ALU_Res} = Val1_in - Val2_in - notStatus_inExt;     
            4'b0110: ALU_Res = Val1_in & Val2_in;                            
            4'b0111: ALU_Res = Val1_in | Val2_in;                            
            4'b1000: ALU_Res = Val1_in ^ Val2_in;                            
            default: ALU_Res = {32{1'b0}};
        endcase
        v = 1'b0;
        if (EXE_CMD_in[3:1] == 3'b001) begin       
            v = (Val1_in[31] == Val2_in[31]) && (Val1_in[31] != ALU_Res[31]);
        end
        else if (EXE_CMD_in[3:1] == 3'b010) begin  
            v = (Val1_in[31] != Val2_in[31]) && (Val1_in[31] != ALU_Res[31]);
        end
    end
endmodule
[./run.sh]
#!/bin/bash
# OpenROAD 26Q1-2900-gdf79404cd8, Yosys 0.63+post, stock flow scripts
make -C /OpenROAD-flow-scripts/flow DESIGN_CONFIG=/design/flow/config.mk WORK_HOME=/design/flow/orfs finish
==> run notes <==
impl run done, here's what came out: Die X=about 150 µm, IR drop worst, VDD=~0.011 mV, share of layout cells above drive strength 1=4.97%, Rows=53, worst slack at placement=7.06 ns, internal power=114 µW, Cells after DPL=1,624, unrepaired setup endpoints after global routing=false, status=complete, no violations, postcts setup bufs=0, Comb gate area=a little under 0.008 mm², drt drc=0, Yosys warning total=1, Final setup viols=0, routed length per instance=around 21 µm, Hold Crit Class=primary input to output pin, XOR/XNOR Fraction of Synth Area=approximately an eighth, Via-to-Cell Ratio=around 6.2, die height=149 µm, share of power burned in registers=0%, hold depth=5, Routed Antenna Nets=0, FP Util=between 40% and 50%, I/O pin count=105, post-route setup slack=approximately 7.0 ns, vias in the first global route=just over 9,000, CP required=17.92 ns, final wirelength=approximately 34,000 µm, critical path arrival=10.89 ns, Clock Power Share=0%, count of cell types in the netlist=88, synthesized area per cell=6.63 µm², Net Switching=181 µW, hold path start=EXE_CMD_in[0], register area share after synthesis=0%, flip-flops=0, setup_tns=0 ns, Worst-Margin Slew=0.967 ns, Area growth syn-to-layout=13.3%, biggest cell delay along the critical path=0.82 ns, GRT overflow=0, full die area=0.0222 mm², layout clock buffer count=0, post-CTS sizing=0, initial antenna violation count=0, Slowest cell on crit path=nor4_2, fin cells=1,624, Gate Count Post-Synth=1,307, leak pwr=~3.8 nW, largest net degree at the start of global routing=48, min Tclk post-route=15.37 ns, fa+ha+maj area frac=~15%, Placer Congestion=1.04, tool warnings=approximately 96, hold slack final=~10 ns, Startpoint Class=primary input, worst-path fanout max=19, Final HPWL DP=~27,000 µm, Post-Syn Area=0.00866 mm², antenna cells=0, initial DRC count=803, first-pass GRT wire length=52,900 µm, CP endpoint kind=output pin, vias=10,100, gr usage total=30.9%, Setup CP Type=primary input to output pin, Buf/Inv on CP=3, # Cells Yosys=1,307, Hold EP=ALU_Res[0], yosys stat chip area=between 0.008 and 0.009 mm², Slew HR=35.0%, critical path's top delay family=simple AND/OR/NAND/NOR gates, Logic family by area=AND-OR/OR-AND gates, Slew Limit Fails=0, ao+oa area frac=36.1%, max-cap viol count=0, Simple-Gate Area Share=27.4%, fin crit share=68.6%, Sw Share=between 60% and 70%, Core ar.=0.0212 mm², DRT Pass-1 Iters=6, PwrDens=around 30 mW/mm², MUX area fraction=between 1 and 1.5%, final hold violation count=0, hold-fix buffers at CTS=0, IO Port Bufs=105, Logic pwr share=100.0%, Seq. cell area=0 µm², fmax=65.0 MHz, Cell Chain, Critical Path=clkdlybuf4s50_1, inv_1, ha_1, nor2_1, a211oi_2, a21boi_0, a2111oi_0, nand4_1, nor4_2, nand2_1, xnor2_1, a221o_1, or4_1, nor4b_2, nand3_1, nor4_2, clkdlybuf4s50_1, Filler Cells Inserted=2,205
routing by layer:
metal	global-route usage (%)	vias to the layer above	share of wire (%)
met5	0	-	0
met4	9.34	0	3.5
met3	4.49	69	7.5
met2	47.3	454	44
met1	44.5	4675	45
li1	-	4943	-
through the flow:
stage / area (µm²) / power (mW) / utilization (%)
after floorplan: 8660 / 0.197 / -
after global placement: 9810 / 0.290 / 46.4
after detailed placement: 9810 / 0.288 / 46.4
after CTS: 9810 / 0.290 / 46.4
after global routing: 9810 / 0.321 / 46.4
final: 9810 / 0.294 / 46.4
power groups by stage:
| stage | clock network [mW] | logic, mW | registers [mW] |
|---|---|---|---|
| 4_1_cts | 0 | 0.290 | 0 |
| 5_1_grt | 0 | 0.321 | 0 |
| 6_report | 0 | 0.294 | 0 |
cell type report:
cell class / instances / share of cell area (%)
Tap cell: 275 / 3.51
Multi-Input combinational cell: 1123 / 80.5
Timing Repair Buffer: 124 / 12.1
Inverter: 102 / 3.90
cells in the final DEF, fill, tap and decap left out, types with 11 or more instances in the layout:
cell type	Yosys	layout
a21oi_1	121	121
ha_1	100	100
nor3_1	46	46
inv_1	97	97
o211ai_1	25	25
nand3_1	32	32
xnor2_1	69	69
o31ai_1	16	16
or3_1	19	19
and2_1	12	12
a22oi_1	23	23
a211oi_1	16	16
buf_4	7	19
o22ai_1	20	20
nor2b_1	12	12
clkdlybuf4s50_1	0	103
and3_1	11	11
nand2_1	102	102
o21bai_1	12	12
o21a_1	16	16
o21ai_0	79	79
xor2_1	47	47
nor2_1	93	93
a211o_1	12	12
nand4_1	22	22
nor4_1	22	22
o221ai_1	13	13
logic make-up after synthesis:
family          Yosys count
compound gates          457
simple gates            439
buf+inv                 184
xor+xnor                116
fa+ha+maj               102
mux                       9
how the worst max path moves through the flow:
stage	start	endpoint	slack, ns	depth (start not counted)
CTS	Val2_in[5]	status_out[2]	7.05	17
global route	Val2_in[5]	status_out[2]	6.63	17
finish	Val2_in[5]	status_out[2]	7.03	17
cells in the mapped netlist (all sizes together), types with 5 or more instances:
cell type,instances,share of area (%)
a2111oi,7,1.0
a211o,12,1.2
a211oi,20,2.0
a21boi,5,0.61
a21o,9,0.78
a21oi,121,7.0
a221o,5,0.58
a221oi,12,1.6
a22oi,23,2.0
a311oi,6,0.68
a31o,5,0.51
a31oi,11,0.97
and2,12,0.87
and3,11,0.79
and4,10,1.0
buf,30,2.1
clkbuf,52,2.3
ha,100,14
inv,98,4.2
mux2i,7,0.81
nand2,102,4.4
nand2b,6,0.43
nand3,32,1.8
nand4,23,1.7
nor2,94,4.1
nor2b,12,0.87
nor3,46,2.7
nor3b,10,0.92
nor4,30,3.1
nor4b,6,0.75
o211a,5,0.58
o211ai,27,2.5
o21a,16,1.4
o21ai,89,5.2
o21bai,12,1.0
o221ai,13,1.3
o22ai,20,1.4
o31ai,16,1.4
or3,19,1.4
or4,10,0.87
xnor2,69,7.0
xor2,47,4.8
Power and IR drop assume default switching activity.
